==> design/flow/run.sh <==
#!/bin/bash
# OpenROAD 26Q1-2900-gdf79404cd8, Yosys 0.63+post, stock flow scripts
make -C /OpenROAD-flow-scripts/flow DESIGN_CONFIG=/design/flow/config.mk WORK_HOME=/design/flow/orfs finish
==> design/flow/config.mk <==
export PLATFORM = sky130hd
export DESIGN_NAME = mux3
export DESIGN_NICKNAME = mux3
export VERILOG_FILES = /design/flow/design.v
export SDC_FILE = /design/flow/constraint.sdc
export NUM_CORES = 4
export LEC_CHECK = 1
export CORE_AREA = 10 10 70 70
export DIE_AREA = 0 0 80 80
==> design/flow/constraint.sdc <==
current_design mux3

set clk_period 1.3
set clk_io_pct 0.2

create_clock -name clk0 -period $clk_period

set non_clock_inputs [all_inputs -no_clocks]
set_input_delay [expr $clk_period * $clk_io_pct] -clock clk0 $non_clock_inputs
set_output_delay [expr $clk_period * $clk_io_pct] -clock clk0 [all_outputs]
==> design/flow/design.v <==
module mux3(e0, e1, e2, s, out);
   input [7:0] e0, e1, e2;
   input [1:0] s;
   output [7:0] out;
   wire [7:0]   e0, e1, e2;
   wire [1:0]   s;
   reg [7:0]    out;
   always @(*) begin
      case(s)
         2'b00: out = e0;
         2'b01: out = e1;
         2'b10: out = e2;
         default: out = 8'b0;
      endcase
   end
endmodule
==> notes.md <==
fresh numbers from the pnr run: FP Util ~5.8%, yosys cell count 20, post-route cell area roughly 650 um^2, Seq/Total Area, Yosys 0%, fill count ~390, top cells by area mux2i_1 41%, o2bb2ai_1 35%, buf_6 17%, CP peak stage delay between 0.4 and 0.5 ns, grt total ovfl 0, final wirelength about 1300 um, final slew viol count 0, worst setup path class input pin to primary output, row count 21, critical-path cell list clkdlybuf4s50_1 > mux2i_1 > o2bb2ai_2 > buf_2, CP max-delay cell clkdlybuf4s50_1, status complete, no violations, Die W around 80 um, post-synthesis cell count 20, first-pass GRT wire length approximately 1800 um, pre-CTS setup slack -0.7065 ns, Rel. slew slack about 86%, Flop area 0 um^2, Post-CTS Hold Fix Bufs 0, Pre-antenna DRT Iters 2, initial antenna violation count 0, # diodes 0, registers 0, Req. time, crit path 1.04 ns, CP startpoint kind input pin, Fmax 786.8 MHz, core area between 3000 and 4000 um^2, WL/cell around 12 um, YS chip area about 200 um^2, final worst-path cycle share a little over nine tenths, Mapped Area 197.7 um^2, port bufs 34, worst setup margin approximately 0.029 ns, vias in the first global route roughly 320, clkbuf count 0, Critical Path AT 1.01 ns, fin util a little under a fifth, DRT iter0 DRCs 3, final setup violation count 0, via density per instance 2.887, Synth Warn # 1, boundary pin count 34, Hold WC Path Type input pin to primary output, leading area contributor after synthesis mux2i_1, proportion of layout cells with a drive suffix above 1 about 43%, Final Total Pwr ~0.17 mW, Unique cell types 4, Via Count 306, die height 80 um, CP endpoint kind primary output, final hold slack 0.8886 ns, crit path time final approximately 1.3 ns, Final Hold Vio Count 0, Lkg Pwr between 0.3 and 0.4 nW, VDD IR max between 0.00002 and 0.00003 V, Tool Warnings 33, Total GRT Usage roughly 3.6%, GPL Wtd Cong slightly below 0.8, count of antenna-violating nets left after detailed routing 0, syn_area_per_cell approximately 9.9 um^2, pin count of the biggest net entering global routing 9, max cap viols 0, Max Fanout on Critical Path 1, Residual DRC 0, Area leader share 40.51%, chip area about 6400 um^2, power density over the cells around 270 nW/um^2, Slew @ Worst Pin between 0.2 and 0.25 ns, Layout area overhead 226.6%, Area after DPL 589.3 um^2
==> critical path: cells and delay by family <==
family	cells	cell delay (ns)
buf+inv	2	0.57
mux	1	0.07
compound gates	1	0.11
==> routing by layer <==
metal | global-route usage, % | up-vias | share of wire [%]
met5 | 0 | - | 0
met4 | 0 | 0 | 0
met3 | 0.3409 | 0 | 3.4
met2 | 7.785 | 5 | 64
met1 | 3.757 | 140 | 32
li1 | - | 161 | -
==> cell usage in the layout (no fill, tap or decap), drive strengths merged <==
cell type      Yosys  final
clkdlybuf4s50      0     12
dlymetal6s2s       0      6
buf                3     18
dlygate4sd2        0      6
clkbuf             0      1
nor2b              1      1
mux2i              8      8
o2bb2ai            8      8
==> final cells by class <==
| cell class | instances | area [um^2] | share of cell area (%) |
|---|---|---|---|
| multi-input combinational | 17 | 201.4 | 31.20 |
| timing repair buffer | 43 | 386.6 | 59.88 |
| tap | 46 | 57.56 | 8.915 |
==> report_power, final <==
part	total [mW]	internal (mW)	leakage (nW)	switching, mW
sequential	0	0	0	0
combinational	0.173	0.120	0.330	0.0531
clock	0	0	0	0
total	0.173	0.120	0.330	0.0531
==> stage by stage <==
stage | TNS (ns) | cells
final | 0 | 106
after global routing | -0.01004 | 106
after CTS | -0.05586 | 106
after detailed placement | -5.528 | 99
after global placement | -5.414 | 99
after floorplan | 0 | 20
==> what timing repair did <==
item / CTS / global route
gates resized: 47 / 7
pin swaps: 6 / 5
setup endpoints to repair: 8 / 8
setup buffers: 8 / 1
==> worst paths after layout <==
| kind | startpoint | slack (ns) | end | cells past startpoint |
|---|---|---|---|---|
| max | e0[2] | 0.03 | out[2] | 4 |
| min | e2[7] | 0.89 | out[7] | 4 |
==> kinds of logic (layout without fill, tap and decap cells) <==
kind of cell,count (synthesis),after routing,share of synthesized area (%)
buffers and inverters,3,43,17.09
AND/OR/NAND/NOR,1,1,6.960
AND-OR/OR-AND,8,8,35.44
multiplexers,8,8,40.51
==> cells in the mapped netlist <==
cell,n
nor2b_4,1
mux2i_1,8
o2bb2ai_1,8
buf_6,3
Power and IR drop assume default switching activity.
